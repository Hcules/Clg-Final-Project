==> design/flow/design.v <==
`timescale 1ns / 1ps
module div_bit(
    input wire iclk,
    input wire irst,
    input wire [19:0] pos,
    input wire [27:0] thresh,
    output reg [9:0] pos1,
    output reg [9:0] pos2,
    output reg [13:0] thresh1,
    output reg [13:0] thresh2
    );
    reg [9:0] ipos1;
    reg [9:0] ipos2;
    reg [13:0] ithresh1;
    reg [3:0] ithresh2;
   always @*
   begin  
     ipos1<=pos[9:0];
     ipos2<=pos[19:10];
     ithresh1<=thresh[13:0];
     ithresh2<=thresh[27:14];
   end
    always@ (posedge iclk)
    begin
        if(irst)
        begin
            pos1<=10'bX;
            pos2<=10'bX;
            thresh1<=14'bX;
            thresh2<=14'bX;
        end
        else
        begin
            pos1<=ipos1;
            pos2<=ipos2;
            thresh1<=ithresh1;
            thresh2<=ithresh2;
        end
    end 
endmodule
==> design/flow/run.sh <==
#!/bin/bash
# OpenROAD 26Q1-2900-gdf79404cd8, Yosys 0.63+post, stock flow scripts
make -C /OpenROAD-flow-scripts/flow DESIGN_CONFIG=/design/flow/config.mk WORK_HOME=/design/flow/orfs finish
==> design/flow/config.mk <==
export PLATFORM = sky130hd
export DESIGN_NAME = div_bit
export DESIGN_NICKNAME = div_bit
export VERILOG_FILES = /design/flow/design.v
export SDC_FILE = /design/flow/constraint.sdc
export NUM_CORES = 4
export LEC_CHECK = 1
export CORE_AREA = 10 10 98 98
export DIE_AREA = 0 0 108 108
==> design/flow/constraint.sdc <==
current_design div_bit

set clk_period 1.0
set clk_io_pct 0.2

create_clock -name clk0 -period $clk_period [get_ports {iclk}]

set non_clock_inputs [all_inputs -no_clocks]
set_input_delay [expr $clk_period * $clk_io_pct] -clock clk0 $non_clock_inputs
set_output_delay [expr $clk_period * $clk_io_pct] -clock clk0 [all_outputs]
==> impl_metrics.ini <==
; yosys + openroad results
[logic_synthesis]
syn_avg_cell_area_um2 = 17.13
synth_flop_count = 38
area_leaders = dfxtp_1 (91%), buf_4 (8.9%), conb_1 (0.45%)
ys_types = 3
yosys_warnings = 1
synthesis.area_um2 = 839.6
yosysChipArea_um2 = 839.6
synth_seq_share = 0.9061
yosys.area.top_type = dfxtp_1
top_cell_area_share = 0.9061
synthCells = 49
ys_cells = 49

[die]
io_pins = 98
die_w_um = 108
fp-utilization = 0.1098
rows = 32
die_h_um = 108
chip_area_um2 = 11660
core_area_um2 = 7647

[clocking]
h-tree-depth = 2
cts-root-buf = clkbuf_8
cts_setup_buffers = 0
clk_path_buf_depth = 2
numCtsBuffers = 5
cts_hold_buffers = 0
cts.reportedPaths.clkPinSlew_ps = 80
cts_tree = yes
cts.sink_count = 38

[timing]
finalSetupViolCount = 0
finalHoldViolations = 0
rsz0062_at_grt = false
period_used_share = 0.9685
fmax_mhz = 1033
drv_slew = 0
period_minus_slack_ps = 968.5

[global_route]
antenna_found_initial = 0
grt_pass1_wl_mm = 4.146
grt_pass1_vias = 660
grtUsageTotal = 0.04681
grt_max_degree = 12
gr-total-overflow = 0

[pwr]
p_comb_frac = 0.077
power_density_nw_per_um2 = 1769
swShare = 0.2004
p_leak_nw = 0.7094
ir_worst_vdd_v = 0.0004536
pwr-share-seq = 0.552
power_mw = 2.930
p_sw_mw = 0.5872
clockPowerShare = 0.371
internal-power_mw = 2.343

[cells_and_area]
regArea_um2 = 774.5
fill_cells = 814
logic_area_um2 = 37.54
fin_area_um2 = 1657
areaGrowthSynthToFinish_pct = 97.32
drive_gt1_frac = 0.3409

[route]
final_antenna_net_count = 0
drc = 0
num_vias = 604
drt_iter0_markers = 25
avgViaCountPerCell = 2.581
detail_route.wl_per_cell_um = 12.86
n_antenna_cell = 0
wirelength_mm = 3.010
first_pass_iters = 3

[place]
place_area_um2 = 1687
place_congestion = 0.6773
numPortBuffers = 76

[job]
tool_warnings = 36
max_cap_viol_count = 0

[worst_setup_path]
end_kind = output pin
critPathSlowestCell = dfxtp_2
crit_type = reg2out
cp_num_buf_inv = 1
path_cells = clkdlybuf4s15_1
worstPathMaxFanout = 1
cp-start-kind = register
critPathMaxStageDelay_ps = 320
crit_arrival_ps = 770
required_ps = 800
cpLargestDelayFamily = flip-flops

[status]
status = finished, final reports clean

[hold_path]
min_path_type = in2reg
[power by group through the flow]
stage     clock network [mW]  registers, mW  logic [mW]
4_1_cts                 1.14           1.62       0.250
5_1_grt                 1.19           1.62       0.248
6_report                1.09           1.62       0.227
[routing by layer]
layer / global-route usage / routed length [µm] / vias to the layer above
li1: - / - / 289
met1: 0.05265 / 1081 / 268
met2: 0.07716 / 1491 / 45
met3: 0.02410 / 384 / 2
met4: 0.01145 / 52 / 0
met5: 0 / 0 / -
[metrics by stage]
step                      setup slack (ps)    util  TNS (ps)  instances  hold slack, ps
after detailed placement            -6.382  0.2206    -7.028        226           651.7
after global placement               12.97  0.2206         0        226           649.3
final                                31.52  0.2166         0        234           345.7
after global routing                 1.491  0.2166         0        234           328.1
after CTS                            2.639  0.2246         0        234           331.2
after floorplan                      538.5       -         0         58           227.7
[layout by cell type, fill, tap and decap left out]
cell type,netlist,routed
clkinv_2,0,1
clkdlybuf4s50_1,0,38
clkbuf_8,0,6
conb_1,1,10
dfxtp_2,0,11
clkbuf_2,0,14
clkbuf_1,0,1
dfxtp_1,38,27
clkdlybuf4s15_1,0,11
buf_2,0,13
[area by class of cell]
class | instances | share of cell area
Clock buffer | 7 | 0.05211
Tap cell | 102 | 0.07704
Clock inverter | 1 | 0.003021
Sequential cell | 38 | 0.4675
Multi-Input combinational cell | 10 | 0.02266
Timing Repair Buffer | 76 | 0.3776
[kinds of logic (layout without fill, tap and decap cells)]
logic type | count (synthesis) | in the layout | synth area share
other | 1 | 10 | 0.004467
buffers and inverters | 10 | 84 | 0.08942
flip-flops | 38 | 38 | 0.9061
[registers in the layout, summed over array words and instances (netlist names)]
register / flops
thresh1: 14
pos2: 10
thresh2: 4
pos1: 10
[cells in the mapped netlist (all sizes together)]
cell type,number
dfxtp,38
buf,10
conb,1
[final timing paths]
kind / startpoint / endpoint / slack (ps) / depth (start not counted)
setup / recovery: thresh1[0] / thresh1[0] / 30 / 1
hold / removal: thresh[0] / thresh1[0] / 350 / 1
[what timing repair did]
action	CTS	global route
endpoints found under the setup margin	38	16
resized	101	21
hold endpoints to repair	0	0
Power and IR drop assume default switching activity.

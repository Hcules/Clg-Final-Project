$ cat config.mk
export PLATFORM = sky130hd
export DESIGN_NAME = comparator_14bit
export DESIGN_NICKNAME = comparator_14bit
export VERILOG_FILES = /design/flow/design.v
export SDC_FILE = /design/flow/constraint.sdc
export NUM_CORES = 4
export LEC_CHECK = 1
export CORE_AREA = 10 10 70 70
export DIE_AREA = 0 0 80 80
$ cat run.sh
#!/bin/bash
# OpenROAD 26Q1-2900-gdf79404cd8, Yosys 0.63+post, stock flow scripts
make -C /OpenROAD-flow-scripts/flow DESIGN_CONFIG=/design/flow/config.mk WORK_HOME=/design/flow/orfs finish
$ cat design.v
`timescale 1ns / 1ps
module comparator_14bit(
  inout wire iclk,
  input wire irst,
  input wire [13:0] A,
  input wire [13:0] B,
  output reg [0:2] comp_out
);
    reg [13:0] iA;
    reg [13:0] iB;
  always @* 
  begin  
    iA <= A;
    iB <= B; 
  end
    always@(posedge iclk)
    begin
        if(irst)
            comp_out<=3'b000;
        else
        begin
            if(iA<iB)
                comp_out<=3'b001;
            else if (iA==iB)
                comp_out<=3'b010;
            else if (iA>iB)
                comp_out<=3'b100;
         end
    end
endmodule
$ cat constraint.sdc
current_design comparator_14bit

set clk_period 3.1
set clk_io_pct 0.2

create_clock -name clk0 -period $clk_period [get_ports {iclk}]

set non_clock_inputs [all_inputs -no_clocks]
set_input_delay [expr $clk_period * $clk_io_pct] -clock clk0 $non_clock_inputs
set_output_delay [expr $clk_period * $clk_io_pct] -clock clk0 [all_outputs]
==> results.py <==
# Flow results
metrics = {
    "final_layout": {
        "top_regs": "comp_out (3)",
        "largest-register": "comp_out",
        "regArea_um2": 60.1,
        "design_area_um2": 842,
        "comb_area_um2": 318,
        "layout.cells.most_common": "clkdlybuf4s50_1",
        "largest_reg_flops": 3,
        "drive_above_1_share_pct": 7.69,
        "final_layout_top_logic_cells": "clkdlybuf4s50_1 (32), inv_1 (16), ha_1 (14), a21oi_1 (4)",
        "syn2layout_area_growth_pct": 92.3,
        "fill_cells": 367,
    },
    "die": {
        "die_width_um": 80,
        "rows": 21,
        "initial_core_util_pct": 12.8,
        "core_area_um2": 3420,
        "dieArea_um2": 6400,
        "ios": 33,
        "die_h_um": 80,
    },
    "global_route": {
        "grt_util_met3_pct": 2.39,
        "top_usage_layer": "met2",
        "grt_max_degree": 4,
        "gr-total-overflow": 0,
        "grt_pass1_wl_mm": 2.15,
        "grt_pass1_vias": 510,
        "antenna_found_initial": 0,
        "grtUsageTotal_pct": 4.07,
        "grt.met1_usage_pct": 4.45,
        "grt_use_met2_pct": 6.66,
    },
    "clock_network": {
        "cts.clk_slew.worst_paths_ns": 0.04,
        "numCtsBuffers": 3,
        "post_cts_resized": 0,
        "cts.sinks": 3,
        "cts_tree": "yes",
        "cts_max_level": 1,
        "clk_path_buf_depth": 2,
        "root_buffer": "clkbuf_4",
        "postCtsHoldBufs": 0,
        "post_cts_buffers": 0,
    },
    "power_and_ir_drop": {
        "power.density_nw_per_um2": 233,
        "irDropWorstVdd_v": 0.0000797,
        "p_total_uw": 196,
        "leakagePower_nw": 0.402,
    },
    "synthesis": {
        "yosysCellCount": 55,
        "top_logic_kind": "adder cells",
        "synth_adder_area_share_pct": 40.0,
        "simple_gate_area_share_pct": 14.3,
        "synth_warnings": 1,
        "synth_area_um2": 438,
        "yosys-stat-area_um2": 438,
        "synth-xor-area-share_pct": 0,
        "synthAoiAreaFrac_pct": 18.3,
        "yosysUniqueCellTypes": 17,
        "synth_seq_share_pct": 13.7,
        "synthCells": 55,
        "numSynthFlops": 3,
        "ys_sh_mux_pct": 0,
        "syn_avg_cell_area_um2": 7.96,
    },
    "drt": {
        "antenna_cells": 0,
        "drc": 0,
        "wl_mm": 1.31,
        "via_per_inst": 3.39,
        "dr.pass1.iters": 2,
        "ant_nets": 0,
        "wl_per_cell_um": 9.55,
        "vias": 465,
        "drtIter0Drc": 11,
    },
    "placement": {
        "gp_congestion": 0.720,
        "pre_cts_ws_ns": 0.781,
        "portBuffers": 32,
        "placed_area_um2": 816,
        "hpwl_mm": 1.26,
    },
    "sta": {
        "finalCritPeriodShare_pct": 66.6,
        "period_minus_slack_ns": 2.07,
        "setup_viol": 0,
        "slew-limit-headroom_pct": 76.9,
        "timing.fmax_ghz": 0.484,
        "untimed_endpoints": 1,
        "worst_pin_slew_ns": 0.344,
        "rsz0062_at_grt": "false",
        "whs_ns": 1.01,
        "fin_ws_ns": 1.03,
        "timing.final.hold_violations": 0,
        "slew_violations": 0,
        "tns_ns": 0,
    },
    "setup_path": {
        "critical_path.top_delay_family": "AND-OR/OR-AND gates",
        "worstPathMaxFanout": 3,
        "critical_path_arrival_ns": 2.19,
        "crit_path_cell_trace": "clkdlybuf4s50_1 > inv_1 > ha_1 > a211oi_2 > o21ai_1 > a221o_1 > a21oi_2 > nor3_1",
        "cp-start-kind": "primary input",
        "slowest_delay_ns": 0.45,
        "cp.required_ns": 3.22,
        "critical_path.endpoint_type": "flip-flop",
        "path_class": "in -> reg",
        "crit_buf_inv": 2,
        "critPathSlowestCell": "clkdlybuf4s50_1",
    },
    "min_path": {
        "hp-class": "in -> reg",
        "min_path_cells": 2,
        "worst_hold_startpoint": "irst",
        "min_to": "comp_out[0]",
    },
    "run": {
        "warning_count": 26,
        "max_cap_violations": 0,
    },
    "run_status": {
        "status": "finished clean",
    },
}
## layout make-up
type / count / area share (%)
multi-input cells: 36 / 37.7
clock buffers: 4 / 3.12
flip-flops and latches: 3 / 7.13
repair buffers: 32 / 38.0
inverters: 16 / 7.13
well taps: 46 / 6.84
## synth_stat cells (all sizes together)
cell type,n,area [µm²]
inv,16,60.1
ha,14,175
a21oi,5,28.8
dfxtp,3,60.1
nand2,2,7.51
nand3,2,10.0
nand4,2,12.5
nor2,2,7.51
nor3,2,10.0
a211oi,1,12.5
a21o,1,8.76
a221o,1,10.0
and2b,1,7.51
nor3b,1,7.51
o21ai,1,5.00
o221ai,1,15.0
## logic make-up after synthesis
family	Yosys count
fa+ha+maj	14
flops	3
buf+inv	16
compound gates	10
simple gates	12
## per-layer routing
metal,share of wire [%],vias to the layer above
li1,-,258
met1,39,187
met2,48,18
met3,11,2
met4,1.6,0
met5,0,-
## worst max path at each step
| stage | startpoint | to | slack [ns] | cells after the start |
|---|---|---|---|---|
| after global routing | B[12] | comp_out[0] | 0.93 | 7 |
| after CTS | B[9] | comp_out[1] | 1.03 | 8 |
| final | B[9] | comp_out[1] | 1.03 | 8 |
## through the flow
stage | instances | utilization (%)
after floorplan | 55 | -
after global placement | 133 | 23.9
after detailed placement | 133 | 23.9
after CTS | 137 | 24.7
after global routing | 137 | 24.7
final | 137 | 24.7
## power by group
| part | internal, mW | switching (mW) |
|---|---|---|
| Clock | 0.0483 | 0.0210 |
| Combinational | 0.0562 | 0.0290 |
| Sequential | 0.0412 | 0.000603 |
Power and IR drop assume default switching activity.

==> /design/flow/design.v <==
`timescale 1ns / 1ps
module memory_3bit(
  input wire iclk,
  input wire irst,
  input wire wr_en,
  input wire rd_en,
  input wire [9:0] addr,
  input wire [13:0] data_in,
  output reg [13:0] data_out
    );
   reg [2:0] memory [0:3];
   always @(posedge iclk)
  begin
    if(wr_en)
      memory[addr] <= data_in;
    if(rd_en)
      data_out <= memory[addr];
  end
endmodule
==> /design/flow/run.sh <==
#!/bin/bash
# OpenROAD 26Q1-2900-gdf79404cd8, Yosys 0.63+post, stock flow scripts
make -C /OpenROAD-flow-scripts/flow DESIGN_CONFIG=/design/flow/config.mk WORK_HOME=/design/flow/orfs finish
==> /design/flow/config.mk <==
export PLATFORM = sky130hd
export DESIGN_NAME = memory_3bit
export DESIGN_NICKNAME = memory_3bit
export VERILOG_FILES = /design/flow/design.v
export SDC_FILE = /design/flow/constraint.sdc
export NUM_CORES = 4
export LEC_CHECK = 1
export CORE_AREA = 10 10 75 75
export DIE_AREA = 0 0 85 85
==> /design/flow/constraint.sdc <==
current_design memory_3bit

set clk_period 1.6
set clk_io_pct 0.2

create_clock -name clk0 -period $clk_period [get_ports {iclk}]

set non_clock_inputs [all_inputs -no_clocks]
set_input_delay [expr $clk_period * $clk_io_pct] -clock clk0 $non_clock_inputs
set_output_delay [expr $clk_period * $clk_io_pct] -clock clk0 [all_outputs]
==> notes.md <==
Implementation run completed; key figures follow.

Flow run:
- The logs give a warning total of 45.
- In this run the maximum-capacitance check reported violations numbering 0.

Floorplan:
- The run puts the count of standard-cell rows at 23.
- The run puts the floorplan utilization at 16.00%.
- The run gives the die outline height as 85 µm.
- The run gives the placeable core area as 0.004058 mm².
- The horizontal die dimension reported for this design is 85 µm.
- The run gives the chip area as 0.007225 mm².
- The run gives the top-level I/O count as 42.

Power:
- Per report_power, the combinational group accounts for 7.6% of the total.
- The run puts the net switching power of the design at 148.6 µW.
- The run puts the power per cell area at 1001 mW/mm².
- The run gives the portion of total power attributed to sequential cells as 56.3%.
- The run gives the clock network power share as 36.1%.
- The run gives the switching fraction of total power as 18.17%.
- The run gives the largest vdd supply drop as 0.5096 mV.
- The internal portion of the total power is 669.5 µW.
- Summed over all cells, the static leakage comes to 0.0002891 µW.

Drt:
- The run gives the overall via count from detail_route as 301.
- Per the detail_route report, routed wire per instance is 10.35 µm.
- For this run, design rule violations remaining after detail routing come to 0.
- The run puts the number of search-and-repair iterations in the first detailed-routing pass at 2.
- The routed design has 1025 µm of wire.
- The run puts the number of antenna repair diodes at 0.
- The run puts the count of routing violations after the opening detailed-route iteration at 2.
- The run gives the via density per instance as 3.040.
- The run gives the count of nets left with antenna violations after detail routing as 0.

Logic synthesis:
- In the synthesized netlist, the number of instances is 35.
- The warning tally printed by Yosys for this design is 1.
- The run gives the cell type with the largest total area as sky130_fd_sc_hd__edfxtp_1.
- Counting flops with a built-in enable in the synthesized netlist gives 15.
- The synthesized netlist occupies a cell area of 649.4 µm².
- Sorting the synthesized cells by area gives the leading types as sky130_fd_sc_hd__edfxtp_1 (69%), sky130_fd_sc_hd__buf_4 (13%), sky130_fd_sc_hd__mux4_2 (10%), sky130_fd_sc_hd__buf_6 (1.7%), sky130_fd_sc_hd__and3b_2 (1.5%).
- The run gives the sequential element share of the synthesized area as 69.36%.
- The run puts the post-synthesis async set-or-reset flop share at 0%.
- The run puts the number of standard cells reported by yosys at 35.
- The run puts the area reported by Yosys stat at 649.4 µm².
- The top cell type by area accounts for 69.36% of the synthesized area.
- The most frequently used library cell after synthesis is sky130_fd_sc_hd__edfxtp_1.
- The most used flip-flop cell after synthesis is sky130_fd_sc_hd__edfxtp_1.
- The run gives the distinct cell type count after synthesis as 9.
- After synthesis, the mean cell area works out to 18.55 µm².
- The run gives the number of flip-flops and latches in the synthesized netlist as 15.
- Sorting the synthesized cells by how often they occur yields sky130_fd_sc_hd__edfxtp_1 (15), sky130_fd_sc_hd__buf_4 (11), sky130_fd_sc_hd__mux4_2 (3).

Clocking:
- The run gives the CTS tree as yes.
- The run puts the clock slew at the register clock pins of the worst setup and hold paths at 60 ps.
- The run gives the buffer levels on the longest clock path as 2.
- The number of setup buffers added after CTS is 0.
- Counting every sink on the clock net gives 15.
- The run puts the total CTS buffers at 3.
- Looking at the clock tree report, the root buffer type is sky130_fd_sc_hd__clkbuf_8.
- The run puts the total number of H-tree levels at 1.
- The run gives the hold-fix buffer count after cts as 0.
- The run puts the clock latency reported for the late side of the worst-skew pair at 240 ps.
- The run puts the post-cts resize count at 0.

Final timing:
- The run gives the final setup violation count as 0.
- The run gives the total negative slack as 0 ps.
- The run gives the post-route clock period utilization as 95.00%.
- The run gives the clock skew as 2.320 ps.
- Setup repair after global routing left no endpoint under its margin.
- The run puts the number of hold violations in the final report at 0.
- The run gives the final number of max-transition violations as 0.
- Subtracting the final worst setup slack from the clock period gives 1520 ps.
- The run puts the upper clock frequency limit at 0.6579 GHz.

Critical path:
- The critical path in this run is classified as primary input to register.
- The run gives the cell family contributing the most delay on the critical path as buffers and inverters.
- The run puts the top fanout value on the critical path at 4.
- The number of buffers and inverters on the critical path is 1.
- Data on the critical path is required at its endpoint by 1580 ps.
- STA classifies the critical path startpoint as a primary input.
- STA classifies the critical path endpoint as a register.
- The cell sequence reported for the critical path is clkdlybuf4s50_1 > mux4_2.
- Among all stages on the critical path, the maximum delay recorded is 630 ps.
- The largest individual stage delay along the critical path comes from the cell sky130_fd_sc_hd__clkdlybuf4s50_1.
- The run puts the data arrival time of the critical path at 1500 ps.

GRT:
- The run gives the overall fraction of global-route tracks in use as 2.896%.
- The run gives the most used routing layer as met2.
- The run puts the met1 usage at 3.684%.
- The run gives the via count of the first global-routing pass as 343.
- The number of antenna violations at the first check in global routing was 0.
- The run gives the global-route congestion overflow total as 0.
- The global routing report lists met2 layer usage as 4.292%.
- Entering global routing, the biggest net connects 10 pins.
- The run gives the met3 layer usage reported by global route as 1.927%.
- The first global-routing pass estimated 1580 µm of wire.

Layout:
- The run gives the share of the core filled with cells in the final layout as 20.14%.
- The layout summary lists the proportion of cells stronger than drive strength 1 as 22.45%.
- Per the run report, area growth between synthesis and finish was 25.82%.
- In the final layout, the fill cell count is 425.

Worst hold path:
- The path class of the tightest hold or removal check is register to register.

Placed design:
- The run puts the sum of net half-perimeters after detailed placement at 838.8 µm.
- The run gives the final estimated routing congestion in global placement as 0.7521.
- The run gives the count of buffers from port buffering as 10.

Status:
- The flow ran to the end, and the final reports show no timing, DRC or antenna violations.
power by group through the flow:
stage	registers (µW)	clock network (µW)	logic (µW)
global route	462	328	70.4
CTS	461	305	64.1
finish	461	295	62.1
kinds of logic (layout without fill, tap and decap cells):
| group | after synthesis | after routing | synth area share, % |
|---|---|---|---|
| flip-flops | 15 | 15 | 69.36 |
| buffers and inverters | 12 | 16 | 14.45 |
| AND/OR/NAND/NOR | 4 | 4 | 5.203 |
| multiplexers | 3 | 3 | 10.40 |
| other | 1 | 11 | 0.5775 |
flip-flops by register name, indices dropped and copies added (netlist names):
name / flops
data_out: 3
memory: 12
per-stage QoR:
step	area (µm²)	total power, µW	std cells	setup WS (ps)	hold slack, ps
floorplan	686.9	509.5	45	438.6	418.9
global placement	770.7	532.0	95	-173.9	618.7
detailed placement	770.7	533.5	95	-182.3	624.9
CTS	817.0	830.2	99	82.40	638.4
global route	817.0	860.7	99	29.25	664.7
finish	817.0	818.2	99	80.04	634.9
cell usage in the layout (no fill, tap or decap), drive strengths merged:
cell	Yosys	final
edfxtp	15	15
nor3b	1	1
mux4	3	3
buf	12	2
and3	1	1
clkbuf	0	3
conb	1	11
and3b	2	2
clkinv	0	1
clkdlybuf4s50	0	10
final cells by class:
cell class / instances / area (µm²) / share of cell area, %
Sequential cell: 15 / 450.4 / 55.13
Multi-Input combinational cell: 18 / 142.6 / 17.46
Timing Repair Buffer: 12 / 115.1 / 14.09
Tap cell: 50 / 62.56 / 7.657
Clock buffer: 3 / 41.29 / 5.054
Clock inverter: 1 / 5.005 / 0.6126
per-layer routing:
layer,wire (µm),share of wire [%],vias to the layer above
met5,0,0,-
met4,0,0,0
met3,91,8.9,0
met2,453,44,17
met1,480,47,147
li1,-,-,137
worst paths after layout:
path | startpoint | to | slack [ps] | depth (start not counted)
worst min-delay path | memory[0][1] | data_out[1] | 630 | 1
worst max register to register | memory[1][2] | data_out[2] | 510 | 1
worst max-delay path | addr[0] | data_out[2] | 80 | 2
worst min register to register | memory[0][1] | data_out[1] | 630 | 1
Power and IR drop assume default switching activity.
